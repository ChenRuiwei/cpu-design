===== design.v =====
module DigitalDriver (
    input  wire        rst,
    input  wire        clk,
    input  wire [11:0] addr,
    input  wire        wen,
    input  wire [31:0] wdata,
    output reg  [ 7:0] dig_en,
    output wire        DN_A,
    output wire        DN_B,
    output wire        DN_C,
    output wire        DN_D,
    output wire        DN_E,
    output wire        DN_F,
    output wire        DN_G,
    output wire        DN_DP
);
  reg [ 7:0] led_n;   
  reg [ 3:0] num;   
  reg [31:0] data;
  localparam CNT_END = 32'd49999;
  reg [31:0] cnt;
  assign DN_A  = led_n[7];
  assign DN_B  = led_n[6];
  assign DN_C  = led_n[5];
  assign DN_D  = led_n[4];
  assign DN_E  = led_n[3];
  assign DN_F  = led_n[2];
  assign DN_G  = led_n[1];
  assign DN_DP = led_n[0];
  always @(posedge clk or posedge rst) begin
    if (rst) cnt <= 32'd0;
    else if (cnt == CNT_END) cnt <= 32'd0;
    else cnt <= cnt + 32'd1;
  end
  always @(posedge clk or posedge rst) begin
    if (rst) dig_en <= 8'b11111110;
    else if (cnt == CNT_END) dig_en <= {dig_en[6:0], dig_en[7]};
  end
  always @(posedge clk or posedge rst) begin
    if (rst) data <= 32'd0;
    else if (wen) data <= wdata;
  end
  always @(*) begin
    case (dig_en)
      8'b11111110: num = data[3:0];
      8'b11111101: num = data[7:4];
      8'b11111011: num = data[11:8];
      8'b11110111: num = data[15:12];
      8'b11101111: num = data[19:16];
      8'b11011111: num = data[23:20];
      8'b10111111: num = data[27:24];
      8'b01111111: num = data[31:28];
      default: num = 4'he;
    endcase
  end
  always @(*) begin
    case (num)
      4'h0: led_n = 8'b00000011;
      4'h1: led_n = 8'b10011111;
      4'h2: led_n = 8'b00100101;
      4'h3: led_n = 8'b00001101;
      4'h4: led_n = 8'b10011001;
      4'h5: led_n = 8'b01001001;
      4'h6: led_n = 8'b01000001;
      4'h7: led_n = 8'b00011111;
      4'h8: led_n = 8'b00000001;
      4'h9: led_n = 8'b00011001;
      4'ha: led_n = 8'b00010001;
      4'hb: led_n = 8'b11000001;
      4'hc: led_n = 8'b11100101;
      4'hd: led_n = 8'b10000101;
      4'he: led_n = 8'b01100001;
      4'hf: led_n = 8'b01110001;
      default: led_n = 8'b11111111;
    endcase
  end
endmodule

===== run.sh =====
#!/bin/bash
# OpenROAD 26Q1-2900-gdf79404cd8, Yosys 0.63+post, stock flow scripts
make -C /OpenROAD-flow-scripts/flow DESIGN_CONFIG=/design/flow/config.mk WORK_HOME=/design/flow/orfs finish

===== config.mk =====
export PLATFORM = sky130hd
export DESIGN_NAME = DigitalDriver
export DESIGN_NICKNAME = DigitalDriver
export VERILOG_FILES = /design/flow/design.v
export SDC_FILE = /design/flow/constraint.sdc
export NUM_CORES = 4
export LEC_CHECK = 1
export CORE_UTILIZATION = 50

===== constraint.sdc =====
current_design DigitalDriver

set clk_period 5.7
set clk_io_pct 0.2

create_clock -name clk0 -period $clk_period [get_ports {clk}]

set non_clock_inputs [all_inputs -no_clocks]
set_input_delay [expr $clk_period * $clk_io_pct] -clock clk0 $non_clock_inputs
set_output_delay [expr $clk_period * $clk_io_pct] -clock clk0 [all_outputs]

==> flow_summary.ini <==
; synthesis and place-and-route metrics
[floorplan]
die_h_microns = 87.6
io_pins = 63
dieWidth_microns = 87.6
die_area_sq_mm = 0.00768
rows = 30
coreArea_sq_mm = 0.00694
fp_util_pct = 52.8

[cells_and_area]
utilization_pct = 63.5
mostFrequentLayoutCell = dfrtp_1
drive_gt1_share_pct = 20.0
nFillCells = 564
lay_top_cells = dfrtp_1, clkdlybuf4s50_1, mux2_2, nor2_1, nand2_1
areaGrowthSynthToFinish_pct = 20.2
finalInstanceArea_sq_mm = 0.00441

[worst_setup_path]
worstPathRequired_ns = 4.56
rrSetupSlack_ns = 3.69
critPathSlowestCell = dfstp_2
crit_fanout = 8
cp_slowest_stage_delay_ns = 0.59
rr_worst_depth = 7
critPathTopFamily = AND-OR/OR-AND gates
reg2reg_to = cnt[30]
cp-end-kind = primary output
path_class = flip-flop to primary output
worstPathArrival_ns = 3.53
cp_cell_sequence = nand2_2 -> or3_4 -> o22ai_4 -> o211a_1 -> inv_1 -> ha_1 -> nor2_1 -> mux2_4 -> o21ai_1 -> clkdlybuf4s50_1
regToRegStartpoint = cnt[0]
startpoint_type = flip-flop
worst-path-buf-inv = 2

[global_routing]
grt_pass1_wl_microns = 11900
track_usage_pct = 20.9
grt_max_degree = 46
antenna_found_initial = 0
grt_pass1_vias = 2512
grt_remaining_overflow = 0

[worst_hold_path]
worstHoldStart = cnt[31]
hold_depth = 1
worstHoldPathType = flip-flop to flip-flop
holdPathEnd = cnt[31]

[detailed_routing]
drt.antenna.violating_nets = 0
via_per_inst = 5.28
dr_total_vias = 2486
diodes = 0
drtIter0Drc = 116
drt_pass1_iterations = 4
remaining_drc_errors = 0
drt-total-wl_microns = 6800
detail_route.wl_per_cell_microns = 14.4

[power]
power_frac_seq_pct = 57.7
p_sw_uw = 213
p_clk_share_pct = 35.7
p_leak_uw = 0.00186
power_frac_comb_pct = 6.7
internal-power_uw = 733
peakVddDrop_mv = 0.145
finalPower_uw = 947
switching_share_pct = 22.5
powerDensity_mw_per_mm2 = 215

[placement]
pre_cts_slack_ns = 1.40
place.gp.congestion = 0.846
post_dp_cell_area_sq_mm = 0.00425
dpl.hpwl_microns = 4820
numPortBuffers = 49

[yosys]
synthMuxAreaShare_pct = 14.9
synth.cellmix.simpleShare_pct = 15.5
synth-async-reset-ratio_pct = 100
yosys_warnings = 1
aoi_share_pct = 8.09
ys.flop_type = dfrtp_1
top_logic_kind = simple AND/OR/NAND/NOR gates
xor_area_share_pct = 7.16
avgSynthCellArea_sq_um = 11.6
synth_chip_area_sq_mm = 0.00367
edf_count = 0
synthDistinctLibCells = 50
ys_ff = 72
top_area_share_pct = 44.4
syn-cell-area_sq_mm = 0.00367
syn_inst = 315
yosysTopAreaCell = dfrtp_1
ys_seq_share_pct = 49.4
ys_sh_adder_pct = 2.73
yosysCellCount = 315
area_leaders = dfrtp_1, mux2_2, dfstp_2

[final_timing]
setup_tns_ns = 0
grt_setup_unrepaired = no
layout_min_cycle_time_ns = 4.67
finalSetupViolations = 0
fin_ws_ns = 1.03
clock_skew_ns = 0.00983
slew_headroom_pct = 60.0
max_clock_freq_mhz = 214
slew_violations = 0
worstMarginPinSlew_ns = 0.594
min_period_over_period_pct = 82.0
hold_viol = 0

[clocking]
insertion_delay_ns = 0.34
cts_made_buffers = 9
cts.clk_slew.worst_paths_ns = 0.07
cts_resized = 0
postCtsSetupBuffers = 0
htree_levels = 3
clock_sinks = 72
cts_tree = built
hold_buffers = 0
ctsLongestPathBuffers = 2
cts-root-buf = clkbuf_8

[flow_run]
warning_count = 44
drv_cap = 0

[outcome]
status = completed
[stage by stage]
stage                     instances  hold WS (ns)
final                           471         0.467
after global routing            471         0.502
after CTS                       471         0.472
after detailed placement        455         0.461
after global placement          455         0.458
after floorplan                 315         0.443
[synthesized netlist by cell type (4+ instances only)]
cell,instances
nand2_1,17
xor2_1,15
nand4_1,10
mux2_2,40
ha_1,8
and3_1,6
mux2i_1,7
dfrtp_1,65
nor2_1,23
o22a_1,4
nor2b_1,7
nand3b_1,8
dfstp_2,7
a22oi_1,12
inv_1,7
nor4_1,5
nand3_1,12
xnor2_1,15
[layer usage]
metal | routed length (microns) | track usage (%)
met4 | 61 | 1.64
met2 | 3340 | 35.5
met1 | 3130 | 30.9
met3 | 258 | 4.29
met5 | 0 | 0
[power by group through the flow]
| stage | sequential [uW] | combinational, uW | clock (uW) |
|---|---|---|---|
| global route | 549 | 70.6 | 367 |
| finish | 546 | 63.1 | 338 |
| CTS | 546 | 64.8 | 349 |
[how the worst max path moves through the flow]
stage      end  cells after the start  startpoint
4_1_cts   DN_D                     10   dig_en[1]
6_report  DN_D                     10   dig_en[1]
5_1_grt   DN_D                     10   dig_en[3]
[layout make-up]
class	instances	area (sq um)	share of cell area, %
Inverter	7	26.3	0.596
Clock inverter	3	21.3	0.483
Timing Repair Buffer	52	513	11.6
Clock buffer	13	139	3.15
Multi-Input combinational cell	228	1780	40.3
Tap cell	96	120	2.72
Sequential cell	72	1810	41.1
[worst reg2reg max path, delay by kind of cell, from the launching register on]
family        cells  cell delay [ns]
simple gates      5             1.14
xor+xnor          1             0.15
flops             1             0.39
fa+ha+maj         1             0.21
[flip-flops by register name (all words and copies together) (netlist names)]
| register | count |
|---|---|
| dig_en | 8 |
| data | 32 |
| cnt | 32 |
[kinds of logic (layout without fill, tap and decap cells)]
group / Yosys count / in the layout
xor gates and xnor gates: 30 / 30
and+or+nand+nor: 104 / 104
other: 1 / 1
muxes: 49 / 49
DFF: 72 / 72
buffers and inverters: 15 / 75
AOI/OAI and AO/OA: 36 / 36
adders and majority gates: 8 / 8
