## flow/run.sh

```bash
#!/bin/bash
# OpenROAD 26Q1-2900-gdf79404cd8, Yosys 0.63+post, stock flow scripts
make -C /OpenROAD-flow-scripts/flow DESIGN_CONFIG=/design/flow/config.mk WORK_HOME=/design/flow/orfs finish
```

## flow/config.mk

```make
export PLATFORM = sky130hd
export DESIGN_NAME = Bridge
export DESIGN_NICKNAME = Bridge
export VERILOG_FILES = /design/flow/design.v
export SDC_FILE = /design/flow/constraint.sdc
export NUM_CORES = 4
export LEC_CHECK = 1
export CORE_AREA = 10 10 154 154
export DIE_AREA = 0 0 164 164
```

## flow/constraint.sdc

```tcl
current_design Bridge

set clk_period 7.8
set clk_io_pct 0.2

create_clock -name clk0 -period $clk_period

set non_clock_inputs [all_inputs -no_clocks]
set_input_delay [expr $clk_period * $clk_io_pct] -clock clk0 $non_clock_inputs
set_output_delay [expr $clk_period * $clk_io_pct] -clock clk0 [all_outputs]
```

## flow/design.v

```verilog
`timescale 1ns / 1ps
module Bridge (
    input  wire        rst_from_cpu,
    input  wire        clk_from_cpu,
    input  wire [31:0] addr_from_cpu,
    input  wire        wen_from_cpu,
    input  wire [31:0] wdata_from_cpu,
    output reg  [31:0] rdata_to_cpu,
    output wire        clk_to_dram,
    output wire [31:0] addr_to_dram,
    input  wire [31:0] rdata_from_dram,
    output wire        wen_to_dram,
    output wire [31:0] wdata_to_dram,
    output wire        rst_to_dig,
    output wire        clk_to_dig,
    output wire [11:0] addr_to_dig,
    output wire        wen_to_dig,
    output wire [31:0] wdata_to_dig,
    output wire        rst_to_led,
    output wire        clk_to_led,
    output wire [11:0] addr_to_led,
    output wire        wen_to_led,
    output wire [31:0] wdata_to_led,
    output wire        rst_to_sw,
    output wire        clk_to_sw,
    output wire [11:0] addr_to_sw,
    input  wire [31:0] rdata_from_sw,
    output wire        rst_to_btn,
    output wire        clk_to_btn,
    output wire [11:0] addr_to_btn,
    input  wire [31:0] rdata_from_btn
);
  wire access_mem = (addr_from_cpu[31:12] != 20'hFFFFF) ? 1'b1 : 1'b0;
  wire access_dig = (addr_from_cpu == 32'hFFFF_F000) ? 1'b1 : 1'b0;
  wire access_led = (addr_from_cpu == 32'hFFFF_F060) ? 1'b1 : 1'b0;
  wire access_sw = (addr_from_cpu == 32'hFFFF_F070) ? 1'b1 : 1'b0;
  wire access_btn = (addr_from_cpu == 32'hFFFF_F078) ? 1'b1 : 1'b0;
  wire [4:0] access_bit = {access_mem, access_dig, access_led, access_sw, access_btn};
  assign clk_to_dram   = clk_from_cpu;
  assign addr_to_dram  = addr_from_cpu;
  assign wen_to_dram   = wen_from_cpu & access_mem;
  assign wdata_to_dram = wdata_from_cpu;
  assign rst_to_dig    = rst_from_cpu;
  assign clk_to_dig    = clk_from_cpu;
  assign addr_to_dig   = addr_from_cpu[11:0];
  assign wen_to_dig    = wen_from_cpu & access_dig;
  assign wdata_to_dig  = wdata_from_cpu;
  assign rst_to_led    = rst_from_cpu;
  assign clk_to_led    = clk_from_cpu;
  assign addr_to_led   = addr_from_cpu[11:0];
  assign wen_to_led    = wen_from_cpu & access_led;
  assign wdata_to_led  = wdata_from_cpu;
  assign rst_to_sw     = rst_from_cpu;
  assign clk_to_sw     = clk_from_cpu;
  assign addr_to_sw    = addr_from_cpu[11:0];
  assign rst_to_btn    = rst_from_cpu;
  assign clk_to_btn    = clk_from_cpu;
  assign addr_to_btn   = addr_from_cpu[11:0];
  always @(*) begin
    casex (access_bit)
      5'b1????: rdata_to_cpu = rdata_from_dram;
      5'b00010: rdata_to_cpu = rdata_from_sw;
      5'b00001: rdata_to_cpu = rdata_from_btn;
      default:  rdata_to_cpu = 32'hFFFF_FFFF;
    endcase
  end
endmodule
```

==> ci_impl_report.md <==
### Yosys + OpenROAD results

| Metric | Value |
|---|---|
| Status | `finished clean` |
| Die outline area | `0.0269 mm²` |
| Hold Path Class | `primary input to primary output` |
| Cells after synthesis | `319` |
| DRC viols | `0` |
| Core area | `0.0203 mm²` |
| Reg power frac | `0%` |
| ANT nets after route | `0` |
| Power Density | `37.7 mW/mm²` |
| Comb pwr share | `100.0%` |
| Grt total ovfl | `0` |
| I/O pins | `383` |
| Fp util | `11.9%` |
| Register area | `0 µm²` |
| Cell Int Power | `0.111 mW` |
| Switching portion of total power | `21.1%` |
| Max cap viols | `0` |
| Max-slew violations | `0` |
| Hold buffer count at cts | `0` |
| RSZ-0062 raised after global routing | `no` |
| Pre-CTS setup slack | `1.38 ns` |
| Final Hold Fails | `0` |
| Fmax | `0.158 GHz` |
| Cell count after placement | `633` |
| Slew Limit Headroom | `36.1%` |
| PnR Total Power | `0.140 mW` |
| Routed length per instance | `17.3 µm` |
| Antenna fix cells | `0` |
| Via/cell ratio | `3.40` |
| Critical path arrival | `4.76 ns` |
| Gr usage total | `7.22%` |
| Initial antenna violation count | `0` |
| Crit path DRT | `6.24 ns` |
| Die H | `164 µm` |
| DP Area | `0.00372 mm²` |
| First-pass GRT wire length | `14800 µm` |
| # fillers | `2303` |
| Detailed Route WL | `11000 µm` |
| Setup CP Type | `primary input to primary output` |
| Tool Warnings | `32` |
| GP Congestion | `0.786` |
| Chip Width | `164 µm` |
| Crit path time final | `6.32 ns` |
| Resized cells post-CTS | `0` |
| CP Launch Type | `primary input` |
| Top cell excl fill/tap | `clkdlybuf4s50_1` |
| Share of layout cells above drive strength 1 | `10.5%` |
| DR iter-0 viols | `41` |
| Seq_cells | `0` |
| Clock power share | `0%` |
| Leakage power | `1.24 nW` |
| Logic area | `922 µm²` |
| Hold Path End | `wdata_to_dig[20]` |
| Design area | `0.00372 mm²` |
| DR vias | `2153` |
| Unique cell types | `25` |
| Post-synth top area cell | `buf_4` |
| Vias in the first global route | `2297` |
| Post-CTS setup buffers | `0` |
| Worst-path maximum fanout | `32` |
| Non-filler instance count after layout | `633` |
| Period utilization | `81.0%` |
| Seq/Total Area, Yosys | `0%` |
| Largest net degree at the start of global routing | `38` |
| Final setup vio count | `0` |
| Layout area overhead | `53.7%` |
| Post-DP HPWL | `9460 µm` |
| Worst-Margin Slew | `0.950 ns` |
| Port Buf Inserts | `244` |
| Top cells excl fill/tap | `244 x clkdlybuf4s50_1, 32 x a22oi_1, 30 x a21boi_2, 30 x o21ai_1, 6 x nand4_1` |
| Crit path capture type | `primary output` |
| Min-delay src | `wdata_from_cpu[20]` |
| Row cnt | `52` |
| Sw Pwr | `0.0295 mW` |
| DRT Pass-1 Iters | `4` |
| Yosys synthesis chip area | `0.00242 mm²` |
| Yosys warning count | `1` |
| WHS Path Cells | `0` |
| Synth Area per Inst | `7.58 µm²` |
| CLK BUF | `0` |
| Setup_tns | `0 ns` |
| Ys cells | `319` |
| Mapped Area | `0.00242 mm²` |
| Fin worst setup slack | `1.48 ns` |
| Cell area leaders | `buf_4 58%, a21boi_2 14%, a22oi_1 9.9%` |
| Top-area cell share | `58.4%` |
| Worst VDD drop | `0.0000115 V` |
[how the worst max path moves through the flow]
stage | start | to | slack (ns) | depth (start not counted)
CTS | addr_from_cpu[0] | rdata_to_cpu[21] | 1.37 | 6
global route | addr_from_cpu[1] | rdata_to_cpu[21] | 1.12 | 6
finish | addr_from_cpu[1] | rdata_to_cpu[21] | 1.48 | 6
[final cells by class]
cell class | instances | area share [%]
Multi-Input combinational cell | 117 | 24.8
Tap cell | 270 | 9.09
Timing Repair Buffer | 246 | 66.1
[critical path, stage by stage]
cell	delay (ns)
clkdlybuf4s50_1	0.54
nor4_1	0.87
and4_2	0.89
a22oi_1	0.16
o21ai_0	0.18
clkdlybuf4s50_1	0.53
[power groups by stage]
stage	clock network (mW)	logic [mW]	registers, mW
4_1_cts	0	0.143	0
6_report	0	0.140	0
5_1_grt	0	0.150	0
[routing by layer]
metal  track usage [%]  up-vias  routed length [µm]
met1              7.32      921                3620
met2              13.0      185                5330
met5                 0        -                   0
met4              1.95        0                 316
li1                  -     1009                   -
met3              3.41       38                1700
[cells in the mapped netlist]
cell type / count
o21ai_0: 2
nor2_1: 2
and4bb_2: 1
a22oi_1: 32
a21boi_0: 2
nand4_1: 6
nor3_1: 1
o21ai_1: 30
clkbuf_1: 6
buf_4: 188
nand2_1: 1
nor3b_1: 1
clkbuf_4: 3
nor4b_1: 1
or4_4: 1
buf_6: 3
and2_1: 1
a21boi_2: 30
and4_1: 1
buf_2: 2
and4b_1: 1
nor4_2: 1
nor4_1: 1
nand2b_1: 1
a41o_4: 1
[through the flow]
stage	utilization [%]	hold slack, ns
3_3_place_gp	18.3	3.12
2_1_floorplan	-	3.14
5_1_grt	18.3	3.12
6_report	18.3	3.12
3_5_place_dp	18.3	3.12
4_1_cts	18.3	3.12
[kinds of logic after synthesis]
logic type	count (synthesis)	share of synthesized area [%]
buffers and inverters	202	62.0
AOI/OAI and AO/OA	97	32.0
and+or+nand+nor	20	5.95
Power is estimated from default activity; no workload was simulated.
